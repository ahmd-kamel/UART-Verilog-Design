<file path="flow/config.mk">
export PLATFORM = sky130hd
export DESIGN_NAME = REG_FILE
export DESIGN_NICKNAME = REG_FILE
export VERILOG_FILES = /design/flow/design.v
export SDC_FILE = /design/flow/constraint.sdc
export NUM_CORES = 4
export LEC_CHECK = 1
export CORE_UTILIZATION = 30
</file>
<file path="flow/design.v">
module REG_FILE#(parameter DATA_W = 8, ADD_W = 4)
( 
    input  wire Clk,
    input  wire RdEn,
    input  wire WrEn,
    input  wire RST_n,
    input  wire [ADD_W - 1 : 0] Address,
    input  wire [DATA_W - 1 : 0] WrData,
    output wire [DATA_W - 1 : 0] Reg0,
    output wire [DATA_W - 1 : 0] Reg1,
    output wire [DATA_W - 1 : 0] Reg2,
    output wire [DATA_W - 1 : 0] Reg3,
    output reg  [DATA_W - 1 : 0] RdData,
    output reg RdData_Valid
);
parameter DEPTH = 2 ** ADD_W;
reg [DATA_W - 1 : 0] reg_mem [DEPTH - 1];
integer i;
always @(posedge Clk or negedge RST_n) begin
    if(!RST_n) begin
        for (i = 0; i < DEPTH; i = i + 1) begin
            if (i == 2) begin
                reg_mem[i] <= 'b10000001 ;
            end 
            else if (i == 3) begin
                reg_mem[i] <= 'b00100000 ;
            end
            else begin
                reg_mem[i] <= 'b0;
            end
        end
        RdData_Valid <= 1'b0;
        RdData <= 'b0;
    end
    else if (WrEn && !RdEn) begin
        reg_mem[Address] <= WrData;
    end
    else if (RdEn && !WrEn) begin
        RdData <= reg_mem[Address];
        RdData_Valid <= 1'b1;
    end
    else begin
        RdData_Valid <= 1'b0;
    end
end
assign Reg0 = reg_mem[0];
assign Reg1 = reg_mem[1];
assign Reg2 = reg_mem[2];
assign Reg3 = reg_mem[3];
endmodule
</file>
<file path="flow/constraint.sdc">
current_design REG_FILE

set clk_period 1.6
set clk_io_pct 0.2

create_clock -name clk0 -period $clk_period [get_ports {Clk}]

set non_clock_inputs [all_inputs -no_clocks]
set_input_delay [expr $clk_period * $clk_io_pct] -clock clk0 $non_clock_inputs
set_output_delay [expr $clk_period * $clk_io_pct] -clock clk0 [all_outputs]
</file>
<file path="flow/run.sh">
#!/bin/bash
# OpenROAD 26Q1-2900-gdf79404cd8, Yosys 0.63+post, stock flow scripts
make -C /OpenROAD-flow-scripts/flow DESIGN_CONFIG=/design/flow/config.mk WORK_HOME=/design/flow/orfs finish
</file>
==> notes.md <==
run metrics: layout overhead on the synthesized area 39.5%, Synth Cell Area 6150 sq um, Die Y 145 um, Worst EP arrival 1230 ps, total global-route track usage 0.176, total clock sinks 129, Clock Tree Root clkbuf_16, initial antenna violation count 0, flip-flops with a built-in enable 0, HP Class in2async, Vias 4598, Detail Route Antenna Nets 0, Clk pin slew, worst setup/hold paths 60 ps, drt total wl ~17000 um, Slew @ Worst Pin between 400 and 500 ps, TritonCTS clock tree done, first-pass GRT wire length approximately 28000 um, status complete, no violations, Setup WS post-layout between 40 and 50 ps, Gate Area 2810 sq um, Tcrit/Tclk final 0.971, Pleak 4.04 nW, area leader, netlist dfrtp_1, non-filler cells, final 910, worst-path maximum fanout 2, H-tree Lvls 4, worst endpoint required time 1280 ps, num ports 57, cells after synthesis 474, final core utilization 0.425, clk_skew between 9 and 10 ps, # diodes 0, Buf/Inv on CP 1, pre-CTS setup slack -617 ps, placed cell count 847, Area leader share 0.513, Yosys chip area just over 6000 sq um, # Cells Yosys 474, buffer levels on the longest clock path 2, Avg Synthesized Cell Area 13.0 sq um, max-slew violations 0, distinct lib cells 57, DP Wirelength roughly 12000 um, max cap viols 0, CP Capture Type output pin, vias in the first global route 4869, family with the most delay on the worst path buffers and inverters, maximum VDD drop 0.695 mV, input/output buffers 56, drc violations 0, Slowest-stage cell, CP clkdlybuf4s50_1, Dominant Register Cell dfrtp_1, FP Rows around 52, fmax between 600 and 700 MHz, Startpoint Class flop, Setup Crit Path Kind reg2out, flops & latches, synth 129, FP Util 0.305, OpenROAD warnings 27, FILL cells 1831, biggest area cells dfrtp_1, mux2_2, nand3b_1, mux2i_1, o22ai_1, layout cell share with drive strength beyond 1 0.470, asr flop ratio synth 1.00, Worst path max stage delay 460 ps, PwrDens 1180 nW/um^2, wire per inst around 19 um, First-pass DRT Iterations 4, largest net degree at the start of global routing around 53, CTS Buf Count 17, min cycle time layout about 1600 ps, synthesis warning total 2, final setup vio count 0, chip area 21100 sq um, CORE AREA 20200 sq um, gpl congestion 0.937, via/cell ratio 5.05, grt ovf 0, unrepaired setup endpoints after global routing yes, final hold violations 0, Latency at later pin 410 ps, flip-flop and latch area between 3000 and 4000 sq um, Post-synth seq share 0.526, DRT iter0 DRCs 219, Die Width around 150 um, Rel. slew slack 0.718, worst path cell trace clkdlybuf4s50_1
## cells in the final DEF, fill, tap and decap left out, types with 4 or more instances in the layout
cell	instances
nand4b_1	5
buf_6	5
a31oi_1	6
a22o_1	10
nand3_1	5
dlymetal6s2s_1	18
buf_4	101
nor2b_1	5
mux2_2	124
inv_6	4
clkbuf_16	17
o22ai_1	15
dfrtp_1	126
a21oi_1	13
inv_1	6
nand3b_1	22
clkdlybuf4s50_1	25
nand2_1	15
dlygate4sd2_1	10
buf_12	8
mux2i_1	13
## routing by layer
layer	GRT usage	vias to the layer above	share of wire	routed length, um
li1	-	2089	-	-
met3	0.0424	23	0.062	1070
met4	0.0363	0	0.022	388
met1	0.260	2338	0.45	7790
met5	0	-	0	0
met2	0.269	148	0.47	8080
## metrics by stage
| stage | instance area, sq um | total power (W) | hold WS (ps) | TNS, ps |
|---|---|---|---|---|
| global route | 8580 | 0.0106 | 283 | -22.7 |
| finish | 8580 | 0.0101 | 284 | 0 |
| floorplan | 6150 | 0.00508 | 24.4 | 0 |
| CTS | 8400 | 0.0102 | 283 | -0.483 |
| global placement | 7580 | 0.00599 | 161 | -61970 |
| detailed placement | 7580 | 0.00604 | 162 | -62240 |
## worst paths after layout
kind,start,to,slack [ps],cells past startpoint
min in group clk0,RdEn,RdData_Valid,370,4
worst max-delay path,reg_mem[1][5],Reg1[5],50,1
worst min register to register,RdData_Valid,RdData_Valid,480,2
worst min-delay path,RST_n,reg_mem[3][1],280,2
worst max register to register,reg_mem[3][7],RdData[7],60,5
max in group asynchronous,RST_n,reg_mem[2][7],720,3
## registers in the layout, summed over array words and instances, names as in the netlist
register and cells:
RdData_Valid 1, reg_mem 120, RdData 8
## repair_timing
| item | 4_1_cts | 5_1_grt |
|---|---|---|
| setup buffers | 18 | 10 |
| endpoints found under the hold margin | 46 | 0 |
| hold buffers | 1 | 0 |
| pin swaps | 2 | 4 |
| setup endpoints to repair | 133 | 114 |
| resized | 23 | 30 |
| gates cloned | 2 | 0 |
## kinds of logic (layout without fill, tap and decap cells)
| kind of cell | after synthesis | in the layout | synth area share |
|---|---|---|---|
| flops | 129 | 129 | 0.526 |
| compound gates | 77 | 77 | 0.0930 |
| mux | 139 | 139 | 0.252 |
| buf+inv | 43 | 209 | 0.0344 |
| simple gates | 86 | 86 | 0.0950 |
## report_power, final
part	switching [W]	total, W	leakage, nW	internal (W)
registers	0.000349	0.00424	1.64	0.00389
clock network	0.00146	0.00397	0.294	0.00251
logic	0.000717	0.00193	2.11	0.00121
total	0.00253	0.0101	4.04	0.00762
## cell usage after synthesis, drive strengths merged (3+ instances only)
library cell and number:
inv 6, mux2 126, a21oi 13, buf 25, nor2b 7, clkbuf 12
nand3 5, dfrtp 126, mux2i 13, o31ai 3, a32oi 3, nand2b 5
nor2 5, and3 3, nand2 19, a2111oi 4, nor3 4, o22ai 15
a22o 10, a211oi 4, a31oi 6, nand4b 5, nand3b 22, dfstp 3
## final cells by class
| class | instances | share of cell area |
|---|---|---|
| tap | 270 | 0.0394 |
| inverter | 6 | 0.00263 |
| sequential | 129 | 0.377 |
| timing repair buffer | 171 | 0.182 |
| multi-input combinational | 302 | 0.327 |
| clock buffer | 18 | 0.0512 |
| clock inverter | 14 | 0.0209 |
No activity file was given, so power comes from the tool's default toggle rates.
