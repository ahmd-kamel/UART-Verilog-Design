## ./design.v

```verilog
module ALU #(parameter DATA_W = 8, ALU_OP = 4)
(
    input  wire Clk,
    input  wire Enable,
    input  wire Reset_n,
    input  wire [ALU_OP - 1 : 0] AluFun,
    input  wire [DATA_W - 1 : 0] OpA,
    input  wire [DATA_W - 1 : 0] OpB,
    output reg  [2 * DATA_W - 1 : 0] AluOut,
    output reg  OutValid
);
parameter ADD  = 'b0000;
parameter SUB  = 'b0001;
parameter MUL  = 'b0010;
parameter DIV  = 'b0011;
parameter AND  = 'b0100;
parameter OR   = 'b0101;
parameter NAND = 'b0110;
parameter NOR  = 'b0111;
parameter XOR  = 'b1000;
parameter XNOR = 'b1001;
parameter CMPE = 'b1010;
parameter CMPG = 'b1011;
parameter CMPL = 'b1100;
parameter SFTR = 'b1101;
parameter SFTL = 'b1110;
reg  [2 * DATA_W - 1 : 0] AluOut_comb;
reg  OutValid_comb;
always @(posedge Clk or negedge Reset_n) begin
    if (!Reset_n) begin
        AluOut   <= 'b0;
        OutValid <= 1'b0;
    end else begin
        AluOut   <= AluOut_comb;
        OutValid <= OutValid_comb;
    end
end
always @(*) begin
    AluOut_comb   = 'b0;
    OutValid_comb = 1'b0;
    if (Enable) begin
        OutValid_comb = 1'b1;
        case (AluFun)
            ADD  : begin
                AluOut_comb = OpA + OpB;
            end
            SUB  : begin
                AluOut_comb = OpA - OpB;
            end
            MUL  : begin
                AluOut_comb = OpA * OpB;
            end
            DIV  : begin
                AluOut_comb = OpA / OpB;
            end
            AND  : begin
                AluOut_comb = OpA & OpB;
            end
            OR   : begin
                AluOut_comb = OpA | OpB;
            end
            NAND : begin
                AluOut_comb = ~(OpA & OpB);
            end
            NOR  : begin
                AluOut_comb = ~(OpA | OpB);
            end
            XOR  : begin
                AluOut_comb = OpA ^ OpB;
            end
            XNOR : begin
                AluOut_comb = ~(OpA ^ OpB);
            end
            CMPE : begin
                if (OpA == OpB) begin
                    AluOut_comb = 'd1;
                end else begin
                    AluOut_comb = 'd0;
                end
            end
            CMPG : begin
                if (OpA > OpB) begin
                    AluOut_comb = 'd2;
                end else begin
                    AluOut_comb = 'd0;
                end
            end
            CMPL : begin
                if (OpA < OpB) begin
                    AluOut_comb = 'd3;
                end else begin
                    AluOut_comb = 'd0;
                end
            end
            SFTR : begin
                AluOut_comb = OpA >> 1;
            end
            SFTL : begin
                AluOut_comb = OpA << 1;
            end
            default : begin
                AluOut_comb = 'b0;
            end
        endcase
    end else begin
        OutValid_comb = 1'b0;
    end
end
endmodule
```

## ./run.sh

```bash
#!/bin/bash
# OpenROAD 26Q1-2900-gdf79404cd8, Yosys 0.63+post, stock flow scripts
make -C /OpenROAD-flow-scripts/flow DESIGN_CONFIG=/design/flow/config.mk WORK_HOME=/design/flow/orfs finish
```

## ./config.mk

```make
export PLATFORM = sky130hd
export DESIGN_NAME = ALU
export DESIGN_NICKNAME = ALU
export VERILOG_FILES = /design/flow/design.v
export SDC_FILE = /design/flow/constraint.sdc
export NUM_CORES = 4
export LEC_CHECK = 1
export CORE_UTILIZATION = 40
```

## ./constraint.sdc

```tcl
current_design ALU

set clk_period 1.0
set clk_io_pct 0.2

create_clock -name clk0 -period $clk_period [get_ports {Clk}]

set non_clock_inputs [all_inputs -no_clocks]
set_input_delay [expr $clk_period * $clk_io_pct] -clock clk0 $non_clock_inputs
set_output_delay [expr $clk_period * $clk_io_pct] -clock clk0 [all_outputs]
```

==> flow_summary.json <==
{
  "status": "finished with violations",
  "violations": "negative setup slack",
  "clkPwrFrac_pct": 1.4,
  "slew_headroom_pct": 49.5,
  "vias": 11900,
  "synth.mux.area_fraction_pct": 3.74,
  "setup_violations": 16,
  "layout_setup_ws_ns": -23.03,
  "die-height_um": 156,
  "chipArea_sq_um": 24500,
  "htree_num_levels": 1,
  "pre_cts_ws_ns": -23.78,
  "p_sw_share_pct": 43.8,
  "report.final.slew_viol_count": 0,
  "gp_congestion": 0.996,
  "rows": 56,
  "yosys.area_share.aoi_pct": 29.9,
  "fmax_mhz": 41.6,
  "p_comb_share_pct": 97.3,
  "rsz0062_at_grt": "yes",
  "peakVddDrop_uv": 8740,
  "clockBufferDepth": 2,
  "worstPathMaxFanout": 6,
  "insertedDiodeCount": 0,
  "drt_iter0_drc": 765,
  "synth_seq_share_pct": 4.46,
  "yosys.cell_types.count": 100,
  "syn_area_sq_um": 9540,
  "p_switching_uw": 27100,
  "grt_pass1_wl_um": 55800,
  "fillers": 1707,
  "seqPwrFrac_pct": 1.3,
  "io_buffers": 39,
  "cts_num_sinks": 17,
  "initial_core_util_pct": 40.8,
  "logic_family": "AND-OR/OR-AND gates",
  "cts-buffers-inserted": 3,
  "ys_cells": 1271,
  "cts_hold_buf": 0,
  "drtPass1Iterations": 4,
  "cellPowerDensity_nw_per_um2": 3830,
  "wire_per_inst_um": 16.6,
  "synthFlopType": "dfrtp_1",
  "viasPerCell": 5.40,
  "syn_inst": 1271,
  "yosysWarnings": 1,
  "start_kind": "primary input",
  "p_leak_uw": 0.00810,
  "edf_count": 0,
  "io_pins": 40,
  "synth-seq-cells": 17,
  "final_antenna_net_count": 0,
  "grt_antenna_before_repair": 0,
  "dp_cells": 2051,
  "grt_usage_pct": 29.4,
  "die_w_um": 156,
  "min_period_ns": 24.03,
  "crit_slowest_cell": "or4_4",
  "hold_viol_final": 0,
  "dp_hpwl_um": 26500,
  "warnings": 47,
  "critPathKind": "primary input to register",
  "worstMarginPinSlew_ns": 0.758,
  "cpPeakStageDelay_ns": 0.42,
  "setup_tns_ns": -157.03,
  "grt_max_degree": 24,
  "yosys.area_share.adder_pct": 29.2,
  "drive_gt1_share_pct": 46.1,
  "synthArstFlopShare_pct": 100,
  "coreArea_sq_um": 23400,
  "synth-xor-area-share_pct": 5.87,
  "grt_remaining_overflow": 0,
  "simple_gate_share_pct": 21.1,
  "yosys-stat-area_sq_um": 9540,
  "fin_cells": 2200,
  "cts_tree": "yes",
  "avgSynthCellArea_sq_um": 7.51,
  "wl_um": 36500,
  "drv_cap": 0,
  "arrival_ns": 24.16,
  "synthToLayoutAreaGrowth_pct": 69.7,
  "clockRootBuffer": "clkbuf_16",
  "crit_path_end_kind": "register",
  "intPower_uw": 34800,
  "fin_crit_sh_pct": 2400,
  "crit_path_frequent_cell": "buf_4",
  "hp-class": "primary input to asynchronous set/reset pin",
  "drc": 0,
  "clk_pin_slew_worst_paths_ns": 0.06,
  "crit_required_ns": 1.13,
  "grt_pass1_vias": 11000
}
## cells in the final DEF, fill, tap and decap left out, types with 12 or more instances in the layout
master    netlist  final
a21o_1         32     32
buf_4           0    559
nor2_1        135    112
a21oi_2         1     20
fa_1           38     36
dfrtp_1        17     17
a31oi_1        13     13
or2_2          13     12
nor2_4          0     13
nand2b_1       22     20
nand2_1       107    102
nor3_1         46     40
inv_1          91     78
ha_1          162    129
o21a_1         42     42
ha_4            0     25
a21oi_1        97     70
xor2_1         22     22
nand3_1        24     21
xnor2_1        42     40
buf_6           3     34
o21ai_0        57     46
## repair_timing
action                     4_1_cts  5_1_grt
hold endpoints to repair         0        0
buffers inserted                98       53
cloned                           0        1
pin swaps                       62       89
setup endpoints to repair       33       21
resized                        120      156
## synthesized netlist by cell type (4+ instances only)
library cell | instances | area, sq um
nor2b_1 | 8 | 50.1
o2111ai_1 | 4 | 35.0
nand3_1 | 24 | 120
clkbuf_1 | 30 | 113
a21boi_0 | 5 | 37.5
ha_1 | 162 | 2030
dfrtp_1 | 17 | 425
fa_1 | 38 | 761
xnor2_1 | 42 | 368
or3_1 | 14 | 87.6
or2_2 | 13 | 81.3
mux2i_1 | 6 | 60.1
nor2_1 | 135 | 507
a221oi_1 | 10 | 87.6
buf_2 | 6 | 30.0
inv_1 | 91 | 342
a21o_1 | 32 | 240
and2_1 | 8 | 50.1
o31ai_1 | 17 | 128
a22o_1 | 4 | 35.0
nor3_1 | 46 | 230
a211o_1 | 7 | 61.3
nand4_1 | 9 | 56.3
buf_1 | 5 | 18.8
a31oi_1 | 13 | 81.3
xor2_1 | 22 | 193
o221ai_1 | 8 | 70.1
a211oi_1 | 5 | 37.5
o21ai_0 | 57 | 285
o22ai_1 | 7 | 43.8
a22oi_1 | 8 | 60.1
a21oi_1 | 97 | 485
mux2_4 | 4 | 60.1
nand2b_1 | 22 | 138
o211ai_1 | 7 | 52.6
and3_1 | 4 | 25.0
o21bai_1 | 12 | 90.1
o21a_1 | 42 | 315
a221o_1 | 4 | 40.0
mux2_2 | 17 | 191
nor4_1 | 12 | 75.1
o21ai_1 | 4 | 20.0
nand2_1 | 107 | 402
## area by class of cell
cell class | instances | area, sq um | area share [%]
Tap cell | 319 | 399 | 2.47
Clock buffer | 4 | 78.8 | 0.487
Timing Repair Buffer | 643 | 5110 | 31.6
Inverter | 94 | 372 | 2.30
Sequential cell | 17 | 425 | 2.63
Multi-Input combinational cell | 1123 | 9810 | 60.6
## metal layers
metal / global-route usage (%) / vias up / wire length [um]
li1: - / 5910 / -
met1: 41.7 / 5575 / 17100
met2: 48.0 / 332 / 16500
met3: 4.34 / 60 / 2120
met4: 5.70 / 0 / 824
met5: 0 / - / 0
## state kept, by name (all words and copies together) (netlist names)
signal    cells
AluOut       16
OutValid      1
## worst max-delay path by stage
stage     startpoint         to  cells after the start
4_1_cts       OpB[0]  AluOut[0]                    137
6_report      OpB[0]  AluOut[0]                    154
5_1_grt       OpB[0]  AluOut[0]                    143
## stage by stage
stage	hold slack (ns)	power, uW	instance area [sq um]	util [%]
2_1_floorplan	-0.0956	30600	10100	-
3_3_place_gp	0.558	47800	14100	60.4
3_5_place_dp	0.553	48100	14100	60.4
4_1_cts	0.296	58500	15200	65.0
5_1_grt	0.309	65300	16200	69.2
6_report	0.291	62000	16200	69.2
## critical path, delay by kind of cell
family                   cells  cell delay (ns)
AND/OR/NAND/NOR             28             4.59
AND-OR/OR-AND               53             8.35
multiplexers                 4             0.83
buffers and inverters       58             7.18
adder cells (fa/ha/maj)     11             2.95
## power groups by stage
stage / clock network, uW / logic (uW) / registers (uW)
CTS: 846 / 56800 / 820
finish: 843 / 60300 / 813
global route: 883 / 63600 / 817
## cell families (layout without fill, tap and decap cells)
group / Yosys count / after routing
fa+ha+maj: 200 / 200
flops: 17 / 17
buf+inv: 138 / 741
mux: 29 / 29
simple gates: 423 / 423
compound gates: 399 / 399
xor+xnor: 64 / 64
other cells: 1 / 8
Power figures rest on the tool's default switching activity, not on a simulated workload.
